## /design/flow/run.sh

```bash
#!/bin/bash
# OpenROAD 26Q1-2900-gdf79404cd8, Yosys 0.63+post, stock flow scripts
make -C /OpenROAD-flow-scripts/flow DESIGN_CONFIG=/design/flow/config.mk WORK_HOME=/design/flow/orfs finish
```

## /design/flow/config.mk

```make
export PLATFORM = sky130hd
export DESIGN_NAME = simpcpu
export DESIGN_NICKNAME = simpcpu
export VERILOG_FILES = /design/flow/design.v
export SDC_FILE = /design/flow/constraint.sdc
export NUM_CORES = 4
export LEC_CHECK = 1
export CORE_UTILIZATION = 50
```

## /design/flow/constraint.sdc

```tcl
current_design simpcpu

set clk_period 25.9
set clk_io_pct 0.2

create_clock -name clk0 -period $clk_period [get_ports {clk}]

set non_clock_inputs [all_inputs -no_clocks]
set_input_delay [expr $clk_period * $clk_io_pct] -clock clk0 $non_clock_inputs
set_output_delay [expr $clk_period * $clk_io_pct] -clock clk0 [all_outputs]
```

## /design/flow/design.v

```verilog
`timescale 1ns / 1ps
module alu(
		input [4:0] op,
		input [W-1:0] in0,
		input [W-1:0] in1,
		output [W-1:0] out0,
		output [W-1:0] out1
    );
parameter W=16;
localparam	ZERO = 5'd0,
				ONE  = 5'd1,
				ADD  = 5'd2,
				SUB  = 5'd3,
				SHL  = 5'd4,
				SHR  = 5'd5,
				AND  = 5'd6,
				OR   = 5'd7,
				NOT  = 5'd8,
				XOR  = 5'd9,
				SWP  = 5'd10,
				DUP  = 5'd11,
				GZ   = 5'd12,
				GTH  = 5'd13,
				LTH  = 5'd14,
				ET   = 5'd15,
				DIR = 5'd16,
				INC = 5'd17,
				DEC = 5'd18;
reg [W-1:0] dout0,dout1;
assign out0=dout0;
assign out1=dout1;
always @ (*) begin
	case (op)
	ZERO:begin
		dout0 = 16'd0;
		dout1 = 16'd0;
	end
	ONE:begin
		dout0 = 16'd1;
		dout1 = 16'd1;
	end
	ADD:begin
		{dout1,dout0} = in0 + in1;
	end
	SUB:begin
		{dout1,dout0} = in0 - in1;
	end
	SHL:begin
		dout0 = in0 << in1;
		dout1 = 16'd0;
	end
	SHR:begin
		dout0 = in0 >> in1;
		dout1 = 16'd0;
	end
	AND:begin
		dout0 = in0 & in1;
		dout1 = 16'd0;
	end
	OR:begin
		dout0 = in0 | in1;
		dout1 = 16'd0;
	end
	XOR:begin
		dout0 = in0 ^ in1;
		dout1 = 16'd0;
	end
	NOT:begin
		dout0 = ~in0;
		dout1 = 16'd0;
	end
	SWP:begin
		dout0 = in1;
		dout1 = in0;
	end
	DUP:begin
		dout0 = in0;
		dout1 = in0;
	end
	GZ:begin
		dout0 = in0>0;
		dout1 = 16'd0;
	end
	GTH:begin
		dout0 = in0>in1;
		dout1 = 16'd0;
	end
	LTH:begin
		dout0 = in0==in1;
		dout1 = 16'd0;
	end
	ET:begin
		dout0 = in0==in1;
		dout1 = 16'd0;
	end
	DIR:begin
		dout0 = in0;
		dout1 = in1;
	end
	INC:begin
		dout0 = in0+1;
		dout1 = in0;
	end
	DEC:begin
		dout0 = in0-1;
		dout1 = in0;
	end
	ET:begin
		dout0 = in0-1;
		dout1 = in0;
	end
	default:begin
		dout0 = in0;
		dout1 = in1;
	end
	endcase
end
endmodule
`timescale 1ns / 1ps
module astack( 
		input clk,
		input cs,
		input rst,
		input [W-1:0] r0in,
		input [W-1:0] r1in,
		input [2:0] dsel,
		output [W-1:0] r0out,
		output [W-1:0] r1out,
		input [2:0] mode
    );
localparam NONE = 0,
	 PUSH = 1,
	POP = 2,
        REP1 = 3,
	REP2 = 4,
	POPREP = 5,
	BUB = 6;
parameter W = 16;
parameter D = 16;
reg [W-1:0] vals [D-1:0];
reg [W-1:0] vals_new [D-1:0];
assign r0out = vals[0];
assign r1out = vals[dsel];
integer cur;
always @ (*)
	case(mode)
		NONE:begin
			for(cur=0;cur<D;cur=cur+1) begin
				vals_new[cur] = vals[cur];
			end
		end
		REP1:begin
			for(cur=1;cur<D;cur=cur+1) begin
				vals_new[cur] = vals[cur];
			end
			vals_new[0]=r0in;
		end
		REP2:begin
			for(cur=2;cur<D;cur=cur+1) begin
				vals_new[cur] = vals[cur];
			end
			vals_new[0]=r0in;
			vals_new[1]=r1in;
		end
		POPREP:begin
			vals_new[0] = r0in;
			for(cur=1;cur<D-1;cur=cur+1) begin
				vals_new[cur] = vals[cur+1];
			end
		end
		POP:begin
			for(cur=0;cur<D-1;cur=cur+1) begin
				vals_new[cur] = vals[cur+1];
			end
		end
		PUSH:begin
			vals_new[0] = r0in;
			for(cur=1;cur<D;cur=cur+1) begin
				vals_new[cur] = vals[cur-1];
			end
		end
		BUB:begin
			vals_new[0] = r0in;
			for(cur=1;cur<D;cur=cur+1) begin
				vals_new[cur] = vals[cur>dsel?cur:cur-1];
			end
		end
		default:begin
			for(cur=0;cur<D;cur=cur+1) begin
				vals_new[cur] = vals[cur];
			end
		end
	endcase
always @ (posedge clk) begin
	if (rst) begin
		for(cur=0;cur<D;cur=cur+1) begin
			vals[cur] <=0;
		end
	end else if (cs) begin
		for(cur=0;cur<D;cur=cur+1) begin
			vals[cur] <= vals_new[cur];
		end
	end
end
endmodule
`timescale 1ns / 1ps
module simpcpu(
		input clk,
		input rst,
		input [15:0] datain,
		output [15:0] dataout,
		output [15:0] addrout,
		output datacs,
		output datawrite,
		input hold,
		output halted
    );
localparam	F_1    = 5'd0,
		F_2    = 5'd1,
		LIT_1  = 5'd2,
		LIT_2  = 5'd3,
		ALU_1  = 5'd4,
		DIN_1  = 5'd5,
		DIN_2  = 5'd6,
		DOUT_1 = 5'd7,
		DOUT_2 = 5'd8,
		CRET_1  = 5'd9,
		CALL_1 = 5'd10,
		RET_1  = 5'd11,
		HLT_1  = 5'd12,
		NOP_1  = 5'd13,
		JMPN_1 = 5'd14,
		PLS_1  = 5'd15,
		CST_1  = 5'd16;
localparam	OP_NOP = 4'd0,		 
				OP_LIT = 4'd1,		 
				OP_RD  = 4'd2,		 
				OP_WR  = 4'd3,		 
				OP_ALU = 4'd4,		 
				OP_CRT = 4'd5,		 
				OP_JMN = 4'd6,		 
				OP_CAL = 4'd7,		 
				OP_RET = 4'd8,		 
				OP_HLT = 4'd9,		 
				OP_PLS = 4'd10,		 
				OP_CST = 4'd11;		 
reg [4:0] state_d,state_q;							 
reg [15:0] ip_d,ip_q;								 
reg [15:0] op_d,op_q,op_src;							 
reg [15:0] d0in,d1in,c0in;							 
reg [2:0] csmode;										 
reg [2:0] dsmode;										 
reg [15:0] dout;										 
reg [15:0] aout;										 
reg wr;													 
reg hlt;													 
wire [15:0] d0out,d1out,c0out,a0out,a1out;	 
wire [4:0] aluop;										 
wire [3:0] mainop;									 
wire [2:0] stackop;
wire [2:0] stackd1;									 
assign dataout = dout;
assign addrout = aout;
assign datawrite = wr;
assign halted = hlt;
assign datacs = 1'b1;
assign mainop = op_src[3:0];
assign aluop  = op_src[8:4];
assign stackop = op_src[11:9];
assign stackd1 = op_src[14:12];
astack datstack (
	.r0in(d0in),
	.r1in(d1in),
	.r0out(d0out),
	.r1out(d1out),
	.clk(clk),
	.mode(dsmode),
	.cs(~hold),
	.dsel(stackd1),
	.rst(rst)
);
astack callstack (
	.r0in(c0in),
	.r0out(c0out),
	.clk(clk),
	.mode(csmode),
	.cs(~hold),
	.dsel(3'd1),
	.rst(rst)
);
alu thealu (
	.in0(d0out),
	.in1(d1out),
	.out0(a0out),
	.out1(a1out),
	.op(aluop)
);
defparam callstack.D=16;
always @ (*) begin
	case (state_q)
	F_1:begin  
		state_d = F_2;
		op_d = op_q;
		aout = ip_q;
		dout = 16'd0;
		wr = 1'b0;
		hlt = 1'b0;
		dsmode = 3'd0;
		csmode = 3'd0;
		d0in = 16'd0;
		d1in = 16'd0;
		c0in = 16'd0;
		op_src = op_q;
		ip_d = ip_q;
	end
	F_2:begin  
		op_src = datain;
		case(mainop)
		OP_NOP:begin
			state_d = F_2;
			op_d = 16'd0;
			aout = ip_q+1;
			dout = 16'd0;
			wr = 1'd0;
			hlt = 1'd0;
			dsmode = 3'd0;
			csmode = 3'd0;
			d0in = 16'd0;
			d1in = 16'd0;
			c0in = 16'd0;
			ip_d = ip_q+1;
		end
		OP_LIT:begin
			state_d = LIT_2;
			op_d = datain;
			aout = ip_q + 1;
			dout = 16'd0;
			wr = 1'b0;
			hlt = 1'b0;
			dsmode = 3'd0;
			csmode = 3'd0;
			d0in = 16'd0;
			d1in = 16'd0;
			c0in = 16'd0;
			ip_d = ip_q + 1;
		end
		OP_RD:begin
			state_d = DIN_2;
			op_d = datain;
			aout = d0out;
			dout = 16'd0;
			wr = 1'b0;
			hlt = 1'b0;
			dsmode = 3'd0;
			csmode = 3'd0;
			d0in = datain;
			d1in = 16'd0;
			c0in = 16'd0;
			ip_d = ip_q + 1;
		end
		OP_WR:begin
			state_d = DOUT_2;
			op_d = datain;
			aout = d0out;
			dout = d1out;
			wr = 1'b1;
			hlt = 1'b0;
			dsmode = 3'd0;
			csmode = 3'd0;
			d0in = 16'd0;
			d1in = 16'd0;
			c0in = 16'd0;
			ip_d = ip_q;
		end
		OP_ALU:begin
			state_d = F_2;
			op_d = op_q;
			aout = ip_q + 1;
			dout = 16'd0;
			wr = 1'b0;
			hlt = 1'b0;
			dsmode = stackop;
			csmode = 3'd0;
			d0in = a0out;
			d1in = a1out;
			c0in = 16'd0;
			ip_d = ip_q + 1;
		end
		OP_CRT:begin
			state_d = F_2;
			op_d = op_q;
			aout=(a0out!=16'd0)?c0out:ip_q+1;
			dout = 16'd0;
			wr = 1'b0;
			hlt = 1'b0;
			dsmode = stackop;
			csmode = 3'd2;
			d0in = a0out;
			d1in = a1out;
			c0in = 16'd0;
			ip_d = (a0out!=16'd0)?c0out:ip_q+1;
		end
		OP_CAL:begin
			state_d = F_2;
			op_d = op_q;
			aout=d0out;
			dout = 16'd0;
			wr = 1'b0;
			hlt = 1'b0;
			dsmode = stackop;
			csmode = 3'd1;
			d0in = a0out;
			d1in = a1out;
			c0in = ip_q+1;
			ip_d = d0out;
		end
		OP_RET:begin
			state_d = F_2;
			op_d = op_q;
			aout=c0out;
			dout = 16'd0;
			wr = 1'b0;
			hlt = 1'b0;
			dsmode = stackop;
			csmode = 3'd2;
			d0in = a0out;
			d1in = a1out;
			c0in = 16'd0;
			ip_d =c0out;
		end
		OP_HLT:begin
			state_d = HLT_1;
			dout = 16'd0;
			ip_d = ip_q;
			aout = ip_q;
		end
		OP_JMN:begin
			state_d = F_2;
			op_d = op_q;
			aout=d0out;
			dout = 16'd0;
			wr = 1'b0;
			hlt = 1'b0;
			dsmode = stackop;
			csmode = 3'd0;
			d0in = a0out;
			d1in = a1out;
			c0in = 16'd0;
			ip_d = d0out;
		end
		OP_CST:begin
			state_d = F_2;
			op_d = op_q;
			aout=ip_q+1;
			dout = 16'd0;
			wr = 1'b0;
			hlt = 1'b0;
			dsmode = stackop;
			csmode = aluop[1:0];
			d0in = c0out;
			d1in = 16'd0;
			c0in = 16'd0;
			ip_d = ip_q+1;
		end
		OP_PLS:begin
			state_d = F_2;
			op_d = op_q;
			aout= ip_q+1;
			dout = 16'd0;
			wr = 1'b0;
			hlt = 1'b0;
			dsmode = stackop;
			csmode = 3'd1;
			d0in = a0out;
			d1in = a1out;
			c0in = ip_q;
			ip_d = ip_q+1;
		end		
		default:begin
			state_d = F_2;
			op_d = 16'd0;
			aout = ip_q+1;
			dout = 16'd0;
			wr = 1'd0;
			hlt = 1'd0;
			dsmode = 3'd0;
			csmode = 3'd0;
			d0in = 16'd0;
			d1in = 16'd0;
			c0in = 16'd0;
			ip_d = ip_q+1;
		end
		endcase
	end
	LIT_2:begin  
		state_d = F_2;
		op_d = op_q;
		aout=ip_q+1;
		dout = 16'd0;
		wr = 1'b0;
		hlt = 1'b0;
		dsmode = stackop;
		csmode = 3'd0;
		d0in = datain;
		d1in = 16'd0;
		c0in = 16'd0;
		op_src = op_q;
		ip_d = ip_q + 1;
	end
	DIN_2:begin  
		state_d = F_2;
		op_d = op_q;
		aout=ip_q + 1;
		dout = 16'd0;
		wr = 1'b0;
		hlt = 1'b0;
		dsmode = stackop;
		csmode = 3'd0;
		d0in = 16'd0;
		d1in = 16'd0;
		c0in = 16'd0;
		op_src = op_q;
		ip_d = ip_q + 1;
	end
	DOUT_2:begin  
		state_d = F_1;
		op_d = op_q;
		aout = d0out;
		dout = d1out;
		wr = 1'b1;
		hlt = 1'b0;
		dsmode = stackop;
		csmode = 3'd0;
		d0in = 16'd0;
		d1in = 16'd0;
		c0in = 16'd0;
		op_src = op_q;
		ip_d = ip_q + 1;
	end
	HLT_1:begin	 
		state_d = HLT_1;
		op_d = op_q;
		aout=ip_q;
		dout = 16'd0;
		wr = 1'b0;
		hlt = 1'b1;
		dsmode = stackop;
		csmode = 3'd0;
		d0in = 16'd0;
		d1in = 16'd0;
		c0in = 16'd0;
		op_src = op_q;
		ip_d = ip_q;
	end
	default:begin	
		op_src = datain;
		state_d = F_2;
		op_d = 16'd0;
		aout = ip_q+1;
		dout = 16'd0;
		wr = 1'd0;
		hlt = 1'd0;
		dsmode = 3'd0;
		csmode = 3'd0;
		d0in = 16'd0;
		d1in = 16'd0;
		c0in = 16'd0;
		ip_d = ip_q+1;
	end
	endcase
end
always @ (posedge clk) begin
	if(!hold) begin
		state_q <= state_d;
		op_q <= op_d;
		ip_q <= ip_d;
	end
	if(rst) begin
		state_q <= F_1;
		op_q <= 0;
		ip_q <= 0;
	end
end
endmodule
```

==> out/qor.yml <==
synthesis:
  syn_inst: 4603
  top_cell: "nor2_1"
  top_area_share_pct: 30.3
  yosysTopAreaCell: "dfxtp_1"
  mux_area_share_pct: 8.32
  avgSynthCellArea_um2: 7.87
  ys_sh_xor_pct: 0.774
  synth_adder_area_share_pct: 2.43
  synth.distinct_cells: 109
  aoi_share_pct: 30.0
  async_flop_share_pct: 0
  edf_count: 0
  logic_family: "AND-OR/OR-AND gates"
  synthSimpleGateAreaFrac_pct: 18.2
  ys_ff: 651
  top_cells_by_count: "nor2_1, dfxtp_1, nand2_1"
  synth_area_um2: 36200
  yosys_area_um2: 36200
  yosysCellCount: 4603
  yosys_warnings: 24
  synthFlopType: "dfxtp_1"
  synth.top_cells.by_area: "dfxtp_1, a211oi_1, mux2i_1"
setup_path:
  crit_fanout: 19
  cp_num_buf_inv: 3
  slowest_delay_ns: 1.04
  r2r-end: "ip_q[5]"
  critical_path_arrival_ns: 13.87
  r2r_cells: 24
  critPathKind: "input pin to output port"
  cp-startpoint: "datain[12]"
  reg2reg_from: "state_q[0]"
  crit_path_start_kind: "input pin"
  worstPathRequired_ns: 20.72
  r2r_slack_ns: 17.06
  cpLargestDelayFamily: "AND-OR/OR-AND gates"
  end_kind: "output port"
  slowest_stage: "clkdlybuf4s50_1"
layout:
  fillers: 6666
  finalNonFillerCells: 5409
  area_growth_pct: 8.55
  layout.area.comb_um2: 21800
  ff_latch_area_um2: 12500
  drive_gt1_share_pct: 6.91
sta:
  max_slew_margin_pct: 36.4
  whs_ns: 0.490
  finalHoldViolCount: 0
  skew_ns: 0.0225
  layout_min_cycle_time_ns: 19.05
  final.setup.tns_ns: 0
  untimed_endpoints: 104
  fin_crit_sh_pct: 73.5
  grt_setup_unrepaired: "false"
  maxSlewViolCount: 0
  tightestPinTransition_ns: 0.946
  finalSetupViolCount: 0
  unclocked_pins: 102
  max_freq_mhz: 52.5
floorplan:
  rows: 98
  pin_count: 54
  die_area_um2: 73500
  die_y_um: 271
  die_w_um: 271
  core-area_um2: 71600
  fp_util_pct: 50.6
run:
  warnings: 66
  max_cap_viol_count: 0
outcome:
  status: "completed"
global_route:
  grt_usage_pct: 35.2
  grt_pass1_wl_um: 197000
  overflow: 0
  antenna_found_initial: 1
  grt_max_degree: 199
  first_global_vias: 32100
min_path:
  min_to: "datstack.vals[12][1]"
  holdPathStages: 2
  hp-class: "flop to flop"
  hold_start: "datstack.vals[11][1]"
pwr:
  ir_drop_v: 0.0000628
  leakage_nw: 12.3
  powerDensity_nw_per_um2: 49.0
clocking:
  cts_tree: "yes"
  cts_buffer_depth: 3
  root_buffer: "clkbuf_16"
  cts_resized: 0
  numCtsBuffers: 59
  ctsHoldBuffers: 0
  post_cts.repair.setup_buffers: 0
  path_clk_slew_ns: 0.06
  htreeDepth: 2
  clk_latency_ns: 0.65
detailed_routing:
  drt-initial-drc-count: 3953
  diodes: 0
  drc: 0
  post_drt_wl_per_cell_um: 23.8
  avgViaCountPerCell: 6.56
  antenna_left: 0
  wl_um: 129000
  dr.pass1.iters: 10
  vias: 35500
placement:
  io_buffers: 52
  dp.cells: 5300
  gp_congestion: 1.06
  dp_hpwl_um: 86600
## worst max-delay path by stage
| stage | endpoint | slack [ns] | cells after the start |
|---|---|---|---|
| final | addrout[5] | 6.85 | 26 |
| after CTS | addrout[5] | 7.31 | 26 |
| after global routing | addrout[5] | 6.60 | 26 |
## power breakdown
group / total, mW / internal [mW] / leakage, nW / switching, mW
logic: 0.211 / 0.0667 / 6.15 / 0.144
clock network: 0.857 / 0.491 / 0.980 / 0.366
registers: 0.857 / 0.850 / 5.21 / 0.00717
total: 1.92 / 1.41 / 12.3 / 0.517
## layer usage
layer  track usage [%]  share of wire [%]  routed length [um]
met4              11.8                4.1                5310
met2              50.9                 43               55400
met3              7.80                9.1               11700
met1              53.2                 44               56600
met5                 0                  0                   0
## registers in the layout (all words and copies together) (netlist names), 3 cells and up
signal              count
c0in                   16
op_q                   15
state_q                 6
dsmode                  3
datstack.vals_new      16
ip_q                   16
datstack.vals         256
op_d                   15
d0in                   16
callstack.vals_new     16
d1in                   16
callstack.vals        256
## worst min-delay path: cells and delay by family, from the launching register on
| family | cells | cell delay (ns) |
|---|---|---|
| flops | 1 | 0.33 |
| compound gates | 1 | 0.07 |
| simple gates | 1 | 0.06 |
## cell families (layout without fill, tap and decap cells)
family | count (synthesis) | count (layout)
AND/OR/NAND/NOR | 1558 | 1558
AND-OR/OR-AND | 1472 | 1472
flip-flops | 549 | 549
buffers and inverters | 521 | 377
multiplexers | 299 | 299
latches | 102 | 102
adder cells (fa/ha/maj) | 69 | 69
XOR/XNOR | 32 | 32
other | 1 | 1
## placed cells by master, fill, tap and decap left out, types with 18 or more instances in the layout
cell type        netlist  routed
nor2_1               740     734
dfxtp_1              549     549
nand2_1              495     495
a211oi_1             407     407
mux2i_1              287     287
a21oi_1              194     190
a311oi_1             156     156
buf_4                  8     125
o21ai_0              124     124
dlxtn_1              102     102
inv_1                 84      84
a22oi_1               75      75
nor3_1                73      73
ha_1                  67      66
o22ai_1               64      63
nand3_1               59      59
clkbuf_16              0      59
clkdlybuf4s50_1        0      50
nand2b_1              43      42
a221oi_1              41      40
a222oi_1              39      39
a31oi_1               34      32
o211ai_1              31      31
a22o_1                27      27
xnor2_1               26      26
a21boi_0              25      25
o21a_1                24      24
nor2b_1               26      23
a21o_1                22      22
and3_1                22      21
o221ai_1              19      19
a221o_1               18      18
## cell type report
| type | count | area share, % |
|---|---|---|
| well taps | 950 | 3.02 |
| repair buffers | 180 | 3.90 |
| clock inverters | 23 | 0.633 |
| clock buffers | 86 | 4.37 |
| inverters | 88 | 0.840 |
| multi-input cells | 3431 | 55.4 |
| flip-flops and latches | 651 | 31.9 |
## metrics by stage
step | instance area [um2] | util (%) | setup WS [ns] | power [mW]
2_1_floorplan | 36200 | - | 9.70 | 1.01
3_3_place_gp | 37300 | 52.2 | 7.42 | 1.08
3_5_place_dp | 37300 | 52.2 | 7.38 | 1.08
4_1_cts | 39300 | 54.9 | 7.31 | 1.93
5_1_grt | 39300 | 54.9 | 6.60 | 1.99
6_report | 39300 | 54.9 | 6.85 | 1.92
Power is estimated from default activity; no workload was simulated.
